===== ./run.sh =====
#!/bin/bash
# OpenROAD 26Q1-2900-gdf79404cd8, Yosys 0.63+post, stock flow scripts
make -C /OpenROAD-flow-scripts/flow DESIGN_CONFIG=/design/flow/config.mk WORK_HOME=/design/flow/orfs finish

===== ./config.mk =====
export PLATFORM = sky130hd
export DESIGN_NAME = RegFile
export DESIGN_NICKNAME = RegFile
export VERILOG_FILES = /design/flow/design.v
export SDC_FILE = /design/flow/constraint.sdc
export NUM_CORES = 4
export LEC_CHECK = 1
export CORE_UTILIZATION = 40

===== ./constraint.sdc =====
current_design RegFile

set clk_period 14.9
set clk_io_pct 0.2

create_clock -name clk0 -period $clk_period [get_ports {clk}]

set non_clock_inputs [all_inputs -no_clocks]
set_input_delay [expr $clk_period * $clk_io_pct] -clock clk0 $non_clock_inputs
set_output_delay [expr $clk_period * $clk_io_pct] -clock clk0 [all_outputs]

===== ./design.v =====
`timescale 1ns / 1ps
module RegFile(
	 input [4:0] r0addr,
    input [4:0] r1addr,
    input [63:0] wdata,
    input [4:0] waddr,
    input wena,
    output [63:0] r0data,
    output [63:0] r1data,
	 input  [4:0] swaddr,
	 input [63:0] swdata,
	 input swena,
	 output [63:0] dff,
	 input clk
    );
	reg [63:0] DFF[0:31];
	assign r0data = DFF[r0addr];
	assign r1data = DFF[r1addr];
	assign dff = DFF[swaddr];
	initial
	begin
		DFF[0] = 0;
		DFF[1] = 1;
		DFF[2] = 2;
		DFF[3] = 3;
		DFF[4] = 4;
		DFF[5] = 5;
		DFF[12] = 12;
		DFF[13] = 12;
	end
	always @(posedge clk)
	begin
		if(wena)
		begin
			DFF[waddr] <= wdata;
			DFF[0] <= 0;
		end
		if(swena)
		begin
			DFF[swaddr] <= swdata;
			DFF[0] <= 0;
		end
	end
endmodule

==> results.cfg <==
; implementation run metrics
[status]
status = finished, final reports clean

[placement]
place_congestion = 1.03
io_buffer_count = 342
place_area_sq_um = 143000
dp_hpwl_microns = 407000

[route]
drt_wl_total_microns = 667000
route.vias.total = 99662
wl_per_cell_microns = 49.1
firstDrtPassIters = 6
drt_iter0_drc = 9146
drc = 0
viasPerCell = 7.34
ant_nets = 0

[yosys]
ys_chip_area_sq_um = 134000
syn_avg_cell_area_sq_um = 15.1
yosys_cells = 8886
ys_ff = 2048
async_flop_share = 0
synthFlopType = edfxtp_1
synth_cell_type_count = 46
ys_seq_frac = 0.458
edf_count = 2048
yosysWarnings = 1
syn_area_sq_um = 134000
synth_cells = 8886

[grt]
grt_remaining_overflow = 0
grt_pass1_wl_microns = 892000
grt_max_degree = 85
first_global_vias = 102837
antenna_found_initial = 69
grt_use_total = 0.421

[worst_hold_path]
holdCritPathClass = in2reg

[sta]
min_period_ps = 10450
rsz0062_at_grt = false
fmax_ghz = 0.0957
relSlewSlack = 0.103
post-route-period-util = 0.701
fin_setup_tns_ps = 0
drv_slew = 0
tightest_slew_ps = 1350
setup-violations-final = 0
hold_viol_final = 0

[pwr]
p_int_mw = 10.8
power_frac_comb = 0.166
vdd_drop_max_mv = 0.106
powerDensity_nw_per_um2 = 98.6
power.static_leakage_nw = 49.5
swShare = 0.278
seqPwrFrac = 0.444
power_frac_clock = 0.390
p_sw_mw = 4.14

[flow_run]
cap_viol_max_count = 0
warning_count = 26

[worst_setup_path]
startpoint_type = primary input
worstSetupEndpointType = primary output
path_class = in2out
cp_data_required_time_ps = 11920
cp.arrival_ps = 7470
critPathMaxFanout = 21

[layout]
fin_area_sq_um = 151000
synthToLayoutAreaGrowth_pct = 12.4
largestRegisters = DFF: 2048 flops
top_register = DFF
final_util = 0.452
largest_reg_flops = 2048
drive_gt1_frac = 0.453

[cts]
cts-resized-gates = 0
cts_buffers = 231
cts_setup_buffers = 0
numClockSinks = 2048
cts_root_buffer = clkbuf_16
path_clk_slew_ps = 60
cts_hold_repair.buffers = 0
htree_levels = 4
cts_tree = done
cts.path.max_buffers = 4

[die]
rows = 212
initial_core_util = 0.402
die.size.y_microns = 582
die_x_microns = 582
chipArea_sq_um = 338000
ios = 343
core_area_sq_um = 334000
==> cell type report <==
class	instances	area (sq um)
clock buffer	268	5980
timing repair buffer	942	8130
tap	4387	5490
inverter	3	16.3
multi-input combinational	5665	68200
clock inverter	155	1370
fill	28687	183000
sequential	2048	61500
antenna	118	295
==> worst paths after layout <==
path                   from          to  slack, ps  depth (start not counted)
setup / recovery  r1addr[4]  r1data[56]       4450                          9
hold / removal    wdata[49]  DFF[0][49]       2970                          3
==> critical path, stage by stage <==
cell	delay, ps
buf_2	370
buf_4	470
nor2b_4	640
buf_4	680
and2_1	910
buf_4	400
a22oi_1	140
nand3_1	210
clkdlybuf4s50_1	500
==> cell usage after synthesis, drive strengths merged (58+ instances only) <==
master,n,area [sq um]
mux2,1989,22400
a21oi,86,430
and2,81,507
nand4,164,1030
o22ai,72,450
mux4,1128,25400
buf,541,3110
nor2,58,363
nand2,99,372
clkbuf,629,2360
edfxtp,2048,61500
a22oi,798,5990
mux2i,831,8320
nand3,207,1050
==> per-stage QoR <==
step | hold WS (ps) | total power [mW] | worst slack (ps) | cells
after floorplan | 3180 | 8.05 | 6280 | 8886
after global placement | 3940 | 9.09 | 4520 | 13045
after detailed placement | 3950 | 9.10 | 4510 | 13045
after CTS | 2940 | 14.8 | 4510 | 13468
after global routing | 3010 | 15.2 | 4310 | 13480
final | 2970 | 14.9 | 4450 | 13586
==> power by group through the flow <==
stage     sequential (mW)  clock [mW]  combinational [mW]
4_1_cts              6.61        5.82                2.39
5_1_grt              6.63        6.01                2.52
6_report             6.61        5.82                2.47
==> per-layer routing <==
| layer | routed length [microns] | track usage | vias to the layer above | share of wire |
|---|---|---|---|---|
| met3 | 129000 | 0.350 | 2696 | 0.19 |
| met2 | 283000 | 0.559 | 9819 | 0.42 |
| met1 | 194000 | 0.430 | 49877 | 0.29 |
| met5 | 2790 | 0.0597 | - | 0.0042 |
| li1 | - | - | 37159 | - |
| met4 | 58600 | 0.298 | 111 | 0.088 |
==> cells by family (layout without fill, tap and decap cells) <==
kind of cell,count (synthesis),in the layout,synth area share
muxes,3948,3948,0.418
AOI/OAI and AO/OA,1028,1028,0.0553
other,0,118,0
DFF,2048,2048,0.458
and+or+nand+nor,689,689,0.0287
buffers and inverters,1173,1368,0.0408
==> placed cells by master, fill, tap and decap left out, drive strengths merged, types with 6 or more instances in the layout <==
| cell type | n |
|---|---|
| a211o | 12 |
| a21oi | 86 |
| a22o | 12 |
| a22oi | 798 |
| a31oi | 20 |
| and2 | 81 |
| and3 | 6 |
| buf | 612 |
| bufinv | 22 |
| clkbuf | 268 |
| clkdlybuf4s50 | 330 |
| clkinv | 121 |
| diode | 118 |
| edfxtp | 2048 |
| inv | 10 |
| mux2 | 1989 |
| mux2i | 831 |
| mux4 | 1128 |
| nand2 | 99 |
| nand3 | 207 |
| nand3b | 11 |
| nand4 | 164 |
| nor2 | 58 |
| nor2b | 24 |
| nor3 | 11 |
| nor3b | 6 |
| o21ai | 7 |
| o22ai | 72 |
| o32ai | 8 |
| or2 | 7 |
Power and IR drop assume default switching activity.
