--- /design/flow/run.sh ---
#!/bin/bash
# OpenROAD 26Q1-2900-gdf79404cd8, Yosys 0.63+post, stock flow scripts
make -C /OpenROAD-flow-scripts/flow DESIGN_CONFIG=/design/flow/config.mk WORK_HOME=/design/flow/orfs finish
--- /design/flow/config.mk ---
export PLATFORM = sky130hd
export DESIGN_NAME = ID_EXreg
export DESIGN_NICKNAME = ID_EXreg
export VERILOG_FILES = /design/flow/design.v
export SDC_FILE = /design/flow/constraint.sdc
export NUM_CORES = 4
export LEC_CHECK = 1
export CORE_AREA = 10 10 185 185
export DIE_AREA = 0 0 195 195
--- /design/flow/constraint.sdc ---
current_design ID_EXreg

set clk_period 1.2
set clk_io_pct 0.2

create_clock -name clk0 -period $clk_period [get_ports {clk}]

set non_clock_inputs [all_inputs -no_clocks]
set_input_delay [expr $clk_period * $clk_io_pct] -clock clk0 $non_clock_inputs
set_output_delay [expr $clk_period * $clk_io_pct] -clock clk0 [all_outputs]
--- /design/flow/design.v ---
`timescale 1ns / 1ps
module ID_EXreg(
    input [63:0] ID_R1out,
    input [63:0] ID_R2out,
    input [4:0] ID_WReg1,
	 input [4:0] ID_rs2,
	 input [5:0]ID_EX_CTRL,
	 input [3:0]ID_MEM_CTRL,
	 input [2:0]ID_WB_CTRL,
	 input [11:0]ID_IMM,
    output [63:0] EX_R1out,
    output [63:0] EX_R2out,
    output [4:0] EX_WReg1,
	 output [4:0] EX_rs2,
	 output [5:0]EX_EX_CTRL,
	 output [3:0]EX_MEM_CTRL,
	 output [2:0]EX_WB_CTRL,
	 output [11:0]EX_IMM,
    input clk,
	 input reset
    );
	reg [63:0]R1out;
	reg [63:0]R2out;
	reg [4:0]WReg1;
	reg [4:0]rs2;
	reg [5:0]EX_CTRL;
	reg [3:0]MEM_CTRL;
	reg [2:0]WB_CTRL;
	reg [11:0]IMM;
	assign EX_R1out = R1out;
	assign EX_R2out = R2out;
	assign EX_WReg1 = WReg1;
	assign EX_rs2 = rs2;
	assign EX_EX_CTRL = EX_CTRL;
	assign EX_MEM_CTRL = MEM_CTRL;
	assign EX_WB_CTRL = WB_CTRL;
	assign EX_IMM = IMM;
	always @(posedge clk,negedge reset)
	begin
		if(!reset)
		begin
			R1out <= 0;
			R2out <= 0;
			WReg1 <= 0;
			rs2 <= 0;
			EX_CTRL <= 0;
			MEM_CTRL <= 4'hc;
			WB_CTRL <= 0;
			IMM <= 0;
		end
		else
		begin
			R1out <= ID_R1out;
			R2out <= ID_R2out;
			WReg1 <= ID_WReg1;
			rs2 <= ID_rs2;
			EX_CTRL <= ID_EX_CTRL;
			MEM_CTRL <= ID_MEM_CTRL;
			WB_CTRL <= ID_WB_CTRL;
			IMM <= ID_IMM;
		end
	end
endmodule
==> run summary <==
run metrics: yosys cell count=163, Vias=2722, drt pass-1 iters=4, chip area in the Yosys report=4080 sq um, GP Congestion=~0.77, worst-path cell chain=buf_2, # setup viols final=2, critical path's top delay family=flip-flops, Critical Path Fanout Max=1, final hold slack=-134 ps, Layout fillers=about 3200, initial antenna violation count=0, post-layout total power=~0.012 W, fin crit share=1.06, placed cell count=893, power density cells=between 1500 and 2000 nW/um^2, CTS tree=built, area delta synth->final=89.1%, worst IR drop on VDD=approximately 1.4 mV, Crit. End Element=output port, slowest cell delay on critical path=520 ps, Slew Limit Fails=0, failing checks=hold timing, setup timing, full die area=38000 sq um, first-pass GRT wire length=20500 um, vias in the first global route=3112, CTS Buf Count=17, Root Buffer=clkbuf_16, Top cells excl fill/tap=clkdlybuf4s50_1, buf_2, dfrtp_1, clkbuf_16, buf_12, Mapped Cells=163, Worst-Margin Slew=202 ps, Max-Cap Viols=0, drt drc=0, worst hold path type=in -> async, boundary pin count=328, Worst Setup Slack, final=-69.2 ps, f_max=0.788 GHz, setup bufs post-CTS=0, DRT iter0 DRCs=58, layout cells sized above 1=0.389, WS Path Type=reg -> out, distinct cell type count after synthesis=2, slowest CP cell=dfstp_2, largest net degree at the start of global routing=38, n_diodes=0, Layout Cells excl Fill=928, Synth Warn #=1, Die Span Y=195 um, Clk pin slew, worst setup/hold paths=60 ps, Total Wirelength=13900 um, fp_density=0.134, WL per Instance=15.0 um, Worst slew margin=0.865, mapped cell area=4080 sq um, number of synthesized register bits=approximately 160, row count=roughly 64, RSZ-0062 raised after global routing=yes, Synth Seq Share=1.00, via/cell ratio=2.93, Final Core Density=0.254, MI comb cells=0, Pleak=3.51 nW, Setup TNS Final=-136 ps, CP startpoint kind=register, clock tree buffer depth=2, grt ovf=0, status=complete, but fails checks, OpenROAD warning count=29, Die Wd=195 um, post-route ant nets=0, core area=30400 sq um, Overall Global Routing Usage=0.0704, clk sinks=163, Comb gate area=0 sq um, WP buf/inv=1, Crit path arrival time=around 1000 ps, HPWL Detailed=roughly 11000 um, H-tree Lvls=4, crit path time final=1270 ps, count of final hold-check violations=between 100 and 150, Avg Inst Size Synth=25.0 sq um, CP Depth=1, CP required=960 ps, IO buf count=327
cell type report:
type                    instances  area, sq um  area share
flip-flops and latches        163         4080       0.529
repair buffers                337         2610       0.338
well taps                     396          495      0.0642
clock buffers                  18          429      0.0556
clock inverters                14          105      0.0136
kinds of logic (layout without fill, tap and decap cells):
| kind of cell | Yosys count | in the layout | synth area share |
|---|---|---|---|
| buffers and inverters | 0 | 369 | 0 |
| DFF | 163 | 163 | 1.00 |
worst paths after layout:
kind / startpoint / endpoint / slack [ps]
worst max-delay path: MEM_CTRL[2] / EX_MEM_CTRL[2] / -70
worst min-delay path: reset / MEM_CTRL[2] / -130
max in group asynchronous: reset / R2out[11] / 1020
min in group clk0: ID_MEM_CTRL[3] / MEM_CTRL[3] / 220
routing by layer:
| layer | share of wire | track usage | vias to the layer above |
|---|---|---|---|
| met3 | 0.15 | 0.0479 | 13 |
| met5 | 0 | 0 | - |
| met2 | 0.43 | 0.102 | 210 |
| met4 | 0.019 | 0.0119 | 0 |
| met1 | 0.40 | 0.0871 | 1282 |
| li1 | - | - | 1217 |
metrics by stage:
stage	cell area [sq um]	setup WS, ps	hold slack [ps]
after floorplan	4080	486	-55.6
after global placement	7940	-4.44	175
after detailed placement	7940	-4.58	172
after CTS	7660	-112	-315
after global routing	7720	-122	-136
final	7720	-69.2	-134
registers in the layout, summed over array words and instances, names as in the netlist:
signal	cells
EX_CTRL	6
IMM	12
MEM_CTRL	4
R1out	64
R2out	64
WB_CTRL	3
WReg1	5
rs2	5
cells in the mapped netlist (all sizes together):
cell	number	area, sq um
dfrtp	161	4030
dfstp	2	52.6
where the power goes:
part | internal [W] | switching [W] | leakage [nW]
Combinational | 0.000684 | 0.000254 | 1.36
Sequential | 0.00577 | 0.0000600 | 1.90
Clock | 0.00266 | 0.00228 | 0.250
what timing repair did:
action	in CTS	in global routing
endpoints found under the hold margin	23	22
gates resized	511	0
setup endpoints to repair	163	39
cloned	0	0
Power is estimated from default activity; no workload was simulated.
