<file path="flow/design.v">
`timescale 1ns / 1ps
module ALU1bit(
	input A,
	input B,
	input Cin,
	input [3:0]Opcode,
	output [1:0]ALUoutput,
	input clk
    );
	reg [1:0]aluoutput;
	assign ALUoutput = aluoutput;
	always@(*)
	begin
		case(Opcode)
		4'b0000: aluoutput <= A + B + Cin;
		4'b1000: aluoutput <= A - B - Cin;
		default: aluoutput <= 0;
		endcase
	end
endmodule
`timescale 1ns / 1ps
module ALU63bit(
	input [62:0]A,
	input [62:0]B,
	input [3:0]Opcode,
	output [63:0]ALUoutput,
	input clk
    );
	reg [63:0] aluoutput;
	assign ALUoutput = aluoutput;
	always @(*)
	begin
		case(Opcode)
		4'b0000: aluoutput <= A + B;
		4'b1000: aluoutput <= A - B;
		default: aluoutput <= 0;
		endcase
	end
endmodule
`timescale 1ns / 1ps
module ALU64bit(
	input [63:0]A,
	input [63:0]B,
	input [3:0]Opcode,
	output [63:0]ALUoutput,
	output Carry,
	output Overflow,
	input clk
    );
	wire [63:0]ALU63output;
	ALU63bit alu63(.A(A[62:0]),.B(B[62:0]),.Opcode(Opcode),.ALUoutput(ALU63output),.clk(clk));
	wire [1:0]ALU1output;
	ALU1bit alu1(.A(A[63]),.B(B[63]),.Cin(ALU63output[63]),.Opcode(Opcode),.ALUoutput(ALU1output),.clk(clk));
	assign Carry = ALU1output[1];
	assign Overflow = ALU63output[63] ^ ALU1output[1];
	reg [63:0]aluoutput;
	assign ALUoutput = aluoutput;
	always @(*)
	begin
		case(Opcode)
		4'b0000: aluoutput <= {ALU1output[0],ALU63output[62:0]};
		4'b1000: aluoutput <= {ALU1output[0],ALU63output[62:0]};
		4'b0001: aluoutput <= A << 1;
		4'b0100: aluoutput <= A ^ B;
		4'b0101: aluoutput <= A >> 1;
		4'b0110: aluoutput <= A | B;
		4'b0111: aluoutput <= A & B;
		default: aluoutput <= 0;
		endcase
	end
endmodule
</file>
<file path="flow/run.sh">
#!/bin/bash
# OpenROAD 26Q1-2900-gdf79404cd8, Yosys 0.63+post, stock flow scripts
make -C /OpenROAD-flow-scripts/flow DESIGN_CONFIG=/design/flow/config.mk WORK_HOME=/design/flow/orfs finish
</file>
<file path="flow/config.mk">
export PLATFORM = sky130hd
export DESIGN_NAME = ALU64bit
export DESIGN_NICKNAME = ALU64bit
export VERILOG_FILES = /design/flow/design.v
export SDC_FILE = /design/flow/constraint.sdc
export NUM_CORES = 4
export LEC_CHECK = 1
export CORE_UTILIZATION = 30
</file>
<file path="flow/constraint.sdc">
current_design ALU64bit

set clk_period 32.8
set clk_io_pct 0.2

create_clock -name clk0 -period $clk_period

set non_clock_inputs [all_inputs -no_clocks]
set_input_delay [expr $clk_period * $clk_io_pct] -clock clk0 $non_clock_inputs
set_output_delay [expr $clk_period * $clk_io_pct] -clock clk0 [all_outputs]
</file>
==> impl_metrics.py <==
# Synthesis and PnR figures
metrics = {
    "timing": {
        "maxSlewHeadroom_pct": 37.6,
        "min_period_ps": 20990,
        "max_freq_mhz": 47.6,
        "rsz0062_at_grt": "no",
        "hold_violations": 0,
        "tightest_slew_ps": 922,
        "setup_viol": 0,
        "fin_crit_sh_pct": 64.0,
        "worst_slack_ps": 11810,
        "fin_tns_setup_ps": 0,
        "drv_slew": 0,
    },
    "power_and_ir_drop": {
        "p_total_mw": 0.187,
        "vdd_drop_max_mv": 0.00578,
        "p_sw_mw": 0.102,
        "seq_power_share_pct": 0,
        "p_int_mw": 0.0849,
        "power.density_nw_per_um2": 16.4,
        "pwr-share-comb_pct": 100.0,
        "power_frac_clock_pct": 0,
        "p_leak_nw": 4.87,
        "switching_share_pct": 54.6,
    },
    "placement": {
        "place_congestion": 0.951,
        "dp.final_hpwl_um": 27300,
        "dpl_cell_area_sq_um": 11400,
        "dp_cells": 1848,
        "numPortBuffers": 198,
        "pre_cts_slack_ps": 11920,
    },
    "critical_path": {
        "cp.required_ps": 26240,
        "startpoint": "B[16]",
        "critPathBufInv": 2,
        "criticalPathCategory": "input pin to output port",
        "cpPeakStageDelay_ps": 820,
        "cp_slowest_cell": "nor4b_1",
        "crit_family": "simple AND/OR/NAND/NOR gates",
        "arrival_ps": 14430,
        "critPathLaunchType": "input pin",
        "cp.depth": 25,
        "cpMostUsedCell": "or4_4",
        "endpoint_kind": "output port",
        "path_max_fanout": 7,
    },
    "synth": {
        "synth_chip_area_sq_um": 9060,
        "ys_warn_count": 3,
        "ys_cells": 1310,
        "synthCells": 1310,
        "yosysUniqueCellTypes": 59,
        "synth_area_sq_um": 9060,
        "ys_seq_share_pct": 0,
        "synth_area_per_cell_sq_um": 6.91,
    },
    "finish": {
        "layout.cells.most_common": "clkdlybuf4s50_1",
        "area_growth_pct": 26.0,
        "final_cells": 1848,
        "layout-drive-gt1-share_pct": 2.47,
        "fin_area_sq_um": 11400,
        "lay_top_cells": "198 x clkdlybuf4s50_1, 192 x ha_1, 140 x inv_1",
        "nClkBuffers": 0,
        "seq_area_sq_um": 0,
        "fill_cells": 3137,
        "flops": 0,
    },
    "worst_hold_path": {
        "holdCritStartpoint": "A[26]",
        "whs_path_depth": 4,
        "hp-class": "input pin to output port",
    },
    "floorplan": {
        "coreArea_sq_um": 29600,
        "ios": 199,
        "die_area_sq_um": 30900,
        "fp.dieH_um": 176,
        "fp_util_pct": 30.6,
        "rows": 63,
        "die_x_um": 176,
    },
    "grt": {
        "use_met3_pct": 1.32,
        "grt_pass1_vias": 9883,
        "antenna_found_initial": 0,
        "use_met1_pct": 31.8,
        "grt_max_degree": 56,
        "grt.busiest_layer": "met2",
        "grt_pass1_wl_um": 54300,
        "grt.total_usage_pct": 21.9,
        "overflow": 0,
        "met2_usage_pct": 36.0,
    },
    "clocking": {
        "ctsHoldBuffers": 0,
        "ctsResizeCount": 0,
        "postCtsSetupBuffers": 0,
    },
    "drt": {
        "viasPerCell": 5.61,
        "wl_per_cell_um": 18.3,
        "num_antenna_cells": 0,
        "drt_wl_total_um": 33800,
        "drc": 0,
        "ant_nets": 0,
        "initialDrtViolationCount": 818,
        "first_pass_iters": 5,
        "num_vias": 10370,
    },
    "run_status": {
        "status": "completed",
    },
    "job": {
        "drv_cap": 0,
        "openroad.warnings": 98,
    },
}
-- metal layers --
metal  up-vias  routed length, um  part of all wire (%)
li1       5161                  -                     -
met1      4827              15800                    47
met2       350              15600                    46
met3        32               1790                   5.3
met4         0                592                   1.8
met5         -                  0                     0
-- logic make-up (layout without fill, tap and decap cells) --
logic type                 after synthesis  count (layout)  share of synthesized area, %
muxes                                    2               2                         0.276
adders and majority gates              195             195                          27.2
AOI/OAI and AO/OA                      489             489                          35.9
buffers and inverters                  204             352                          8.46
and+or+nand+nor                        301             301                          16.6
xor gates and xnor gates               119             119                          11.5
-- worst paths after layout --
| path | to | slack (ps) |
|---|---|---|
| worst max-delay path | ALUoutput[63] | 11810 |
| worst min-delay path | ALUoutput[27] | 14300 |
-- cells in the mapped netlist (6+ instances only) --
| library cell | instances | area, sq um |
|---|---|---|
| ha_1 | 192 | 2400 |
| inv_1 | 140 | 526 |
| a21oi_1 | 114 | 571 |
| o21ai_0 | 106 | 531 |
| nor2_1 | 95 | 357 |
| xnor2_1 | 90 | 788 |
| nand2_1 | 73 | 274 |
| clkbuf_1 | 64 | 240 |
| a221oi_1 | 41 | 359 |
| a22oi_1 | 40 | 300 |
| o211ai_1 | 38 | 285 |
| a21o_1 | 31 | 233 |
| xor2_1 | 29 | 254 |
| a31oi_1 | 23 | 144 |
| nand4_1 | 22 | 138 |
| nand3_1 | 21 | 105 |
| a222oi_1 | 20 | 200 |
| o21bai_1 | 15 | 113 |
| and3_1 | 12 | 75.1 |
| nor3_1 | 12 | 60.1 |
| o31ai_1 | 12 | 90.1 |
| and2_1 | 11 | 68.8 |
| nor4_1 | 11 | 68.8 |
| o41ai_1 | 8 | 70.1 |
| nand2b_1 | 7 | 43.8 |
| nor2b_1 | 6 | 37.5 |
-- tightest hold or removal path, cell delays in order --
cell and delay [ps]:
clkdlybuf4s50_1 510, a21oi_1 170, o211ai_1 90, clkdlybuf4s50_1 410
-- layout make-up --
| class | count | area (sq um) | share of cell area [%] |
|---|---|---|---|
| multi-input combinational | 1106 | 8310 | 72.8 |
| timing repair buffer | 212 | 2090 | 18.3 |
| inverter | 140 | 526 | 4.60 |
| tap | 390 | 488 | 4.28 |
-- power by group through the flow --
stage | registers (mW) | logic (mW) | clock network [mW]
finish | 0 | 0.187 | 0
CTS | 0 | 0.187 | 0
global route | 0 | 0.208 | 0
-- per-stage QoR --
step	hold WS (ps)	utilization, %
floorplan	13200	-
global placement	14300	38.5
detailed placement	14300	38.5
CTS	14310	38.5
global route	14370	38.5
finish	14300	38.5
No activity file was given, so power comes from the tool's default toggle rates.
